`flow/config.mk`:
```
export PLATFORM = sky130hd
export DESIGN_NAME = uart_tx
export DESIGN_NICKNAME = uart_tx
export VERILOG_FILES = /design/flow/design.v
export SDC_FILE = /design/flow/constraint.sdc
export NUM_CORES = 4
export LEC_CHECK = 1
export CORE_AREA = 10 10 76 76
export DIE_AREA = 0 0 86 86
export SYNTH_HDL_FRONTEND = slang
```
`flow/constraint.sdc`:
```
current_design uart_tx

set clk_period 2.4
set clk_io_pct 0.2

create_clock -name clk0 -period $clk_period [get_ports {clk}]

set non_clock_inputs [all_inputs -no_clocks]
set_input_delay [expr $clk_period * $clk_io_pct] -clock clk0 $non_clock_inputs
set_output_delay [expr $clk_period * $clk_io_pct] -clock clk0 [all_outputs]
```
`flow/design.v`:
```
module uart_tx (
    input logic       clk,
    input logic       rstn,        
    input logic [7:0] tx_data,     
    input logic       tx_start,    
    output logic      tx_busy,     
    output logic      tx_line      
);
    typedef enum logic [3:0] {
        IDLE,     
        START,    
        DATA0,    
        DATA1,    
        DATA2,    
        DATA3,    
        DATA4,    
        DATA5,    
        DATA6,    
        DATA7,    
        STOP      
    } state_t;
    state_t state;          
    logic [7:0] data_buf;   
    always_ff @(posedge clk or negedge rstn) begin
        if (!rstn) begin  
            state      <= IDLE;     
            tx_line    <= 1;        
            tx_busy    <= 0;        
            data_buf   <= 0;        
        end else begin
            case (state)
                IDLE: begin
                    if (tx_start) begin  
                        state      <= START;     
                        tx_busy    <= 1;         
                        data_buf   <= tx_data;   
                    end
                end
                START: begin
                    tx_line    <= 0;         
                    state      <= DATA0;     
                end
                DATA0: begin
                    tx_line    <= data_buf[0];  
                    state      <= DATA1;        
                end
                DATA1: begin
                    tx_line    <= data_buf[1];  
                    state      <= DATA2;        
                end
                DATA2: begin
                    tx_line    <= data_buf[2];  
                    state      <= DATA3;        
                end
                DATA3: begin
                    tx_line    <= data_buf[3];  
                    state      <= DATA4;        
                end
                DATA4: begin
                    tx_line    <= data_buf[4];  
                    state      <= DATA5;        
                end
                DATA5: begin
                    tx_line    <= data_buf[5];  
                    state      <= DATA6;        
                end
                DATA6: begin
                    tx_line    <= data_buf[6];  
                    state      <= DATA7;        
                end
                DATA7: begin
                    tx_line    <= data_buf[7];  
                    state      <= STOP;         
                end
                STOP: begin
                    tx_line    <= 1;          
                    state      <= IDLE;       
                    tx_busy    <= 0;          
                end
            endcase
        end
    end
endmodule
class uart_txn;
    rand bit [7:0] tx_data;
    function void display(string tag);
        $display("[%0s] UART TX Data: %0h", tag, tx_data);
    endfunction
endclass
interface uart_if(input logic clk);
    logic rstn;
    logic [7:0] tx_data;
    logic tx_start;
    logic tx_busy;
    logic tx_line;
endinterface
class uart_generator;
    mailbox #(uart_txn) gen2drv;
    function new(mailbox #(uart_txn) gen2drv);
        this.gen2drv = gen2drv;
    endfunction
    task run();
        uart_txn txn;
        repeat (5) begin
            txn = new();
            assert(txn.randomize());
            txn.display("GEN");
            gen2drv.put(txn);
            #100;
        end
    endtask
endclass
class uart_driver;
    virtual uart_if vif;
    mailbox #(uart_txn) gen2drv;
    function new(virtual uart_if vif, mailbox #(uart_txn) gen2drv);
        this.vif = vif;
        this.gen2drv = gen2drv;
    endfunction
    task run();
        uart_txn txn;
        forever begin
            gen2drv.get(txn);
            @(posedge vif.clk);
            vif.tx_data <= txn.tx_data;
            vif.tx_start <= 1;
            @(posedge vif.clk);
            while (vif.tx_busy == 0) @(posedge vif.clk);
            vif.tx_start <= 0;
            @(posedge vif.clk);
            while (vif.tx_busy) @(posedge vif.clk);
        end
    endtask
endclass
class uart_monitor;
    virtual uart_if vif;
    mailbox #(uart_txn) mon2scb;
    function new(virtual uart_if vif, mailbox #(uart_txn) mon2scb);
        this.vif = vif;
        this.mon2scb = mon2scb;
    endfunction
    task run();
        uart_txn txn;
        forever begin
            @(posedge vif.clk);
            if (vif.tx_start) begin
                txn = new();
                txn.tx_data = vif.tx_data;
                mon2scb.put(txn);
                txn.display("MON");
            end
        end
    endtask
endclass
class uart_scoreboard;
    mailbox #(uart_txn) mon2scb;
    function new(mailbox #(uart_txn) mon2scb);
        this.mon2scb = mon2scb;
    endfunction
    task run();
        uart_txn txn;
        forever begin
            mon2scb.get(txn);
            $display("[SCB] Checking data: %0h", txn.tx_data);
        end
    endtask
endclass
class uart_env;
    uart_generator gen;
    uart_driver drv;
    uart_monitor mon;
    uart_scoreboard scb;
    virtual uart_if vif;
    mailbox #(uart_txn) gen2drv;
    mailbox #(uart_txn) mon2scb;
    function new(virtual uart_if vif);
        this.vif = vif;
        gen2drv = new();
        mon2scb = new();
        gen = new(gen2drv);
        drv = new(vif, gen2drv);
        mon = new(vif, mon2scb);
        scb = new(mon2scb);
    endfunction
    task run();
        fork
            gen.run();
            drv.run();
            mon.run();
            scb.run();
        join_none
    endtask
endclass
```
`flow/run.sh`:
```
#!/bin/bash
# OpenROAD 26Q1-2900-gdf79404cd8, Yosys 0.63+post, stock flow scripts
make -C /OpenROAD-flow-scripts/flow DESIGN_CONFIG=/design/flow/config.mk WORK_HOME=/design/flow/orfs finish
```
==> deck_impl_summary.md <==
Physical Implementation Snapshot

STA
  – Final setup fails: 0
  – Slack of the critical path: 0.669 ns
  – WHS: 0.378 ns
  – Clock Skew: between 0.003 and 0.004 ns
  – Slew Limit Headroom: 82.5%
  – Min Tclk post-route: 1.73 ns
  – F_max: slightly below 0.6 GHz
  – RSZ-0062 raised after global routing: no
  – Fin Setup TNS: 0 ns
  – Final Max Slew Viols: 0
  – Final worst path period share: 72.1%
  – Final Hold Vio Count: 0
  – Worst Tran Pin Value: around 0.26 ns

Logic synthesis
  – Warnings, synthesis: 0
  – Seq/Total Area, Yosys: between 70% and 80%
  – Dominant kind of combinational cell: multiplexers
  – Syn Inst Count: between 40 and 50
  – Chip area estimate from yosys synthesis: between 700 and 800 um^2
  – Mux frac, synth: 12.3%
  – Yosys simple share: 6.83%
  – Xor/xnor share: 0%
  – Yosys cell count: ~46
  – Post-Syn Area: 733 um^2
  – Adder-cell share of the synthesized area: 0%
  – Distinct lib cells used: 17
  – Compound Share, Synth: under 10%
  – Avg Inst Size Synth: 15.9 um^2
  – FF+latch count, synth: 21

Detailed routing
  – DR DRC count: 0
  – First DRT Iteration DRCs: 24
  – Met1 Routed Length: 572 um
  – DR vias: between 400 and 500
  – Vias per cell: about 3.8
  – Max Used Layer: met3
  – TritonRoute pass-1 iters: 4
  – Wire per inst: approximately 12 um
  – Detail Route met2 WL: 596 um
  – DR WL met3: 146 um
  – Total Wirelength: 1320 um
  – Final ANT Viol Nets: 0
  – Diode count: 0

Clocking
  – Setup Buffers After CTS: 0
  – Number of CTS-inserted buffers: 3
  – CTS H-tree lvls: 1
  – CTS tree: done
  – Max Root-Sink Buffers: 2
  – Clock latency on the worst-skew pair: 0.25 ns
  – Hold_buf cts: 0
  – Clock transition at path regs: ~0.070 ns
  – PostCTS Resize Cnt: 0
  – Clk sinks: 21
  – Root buf cell: clkbuf_8

Power and ir drop
  – Leak pwr: 0.469 nW
  – PwrDens: between 600 and 700 nW/um^2
  – Power, Total: 596 uW
  – Max VDD drop: roughly 0.21 mV

Global routing
  – Gr usage total: 3.77%
  – Overflow after GRT: 0
  – Initial antenna violation count: 0
  – First-pass GRT wire length: 2230 um
  – Vias in the first global route: 476
  – Largest net degree at the start of global routing: 22

Setup path
  – Endpoint class of the critical path: output port
  – FF-to-FF path depth: 2
  – Worst path max stage delay: 0.53 ns
  – Data arrival, critical path: 1.25 ns
  – WP buf/inv: 1
  – CP delay by family, top: flip-flops
  – Stages on worst setup path: 1
  – Largest fanout on the critical path: 2
  – Required @ worst endpoint: 1.92 ns
  – Critical Path Start Type: flop
  – Worst-path cell chain: clkdlybuf4s50_1
  – Critical path class: flop to output port
  – Critical-path top delay cell: dfstp_2

Flow run
  – MaxCap Viol Count: 0
  – Count of tool warnings: 25

Floorplanning
  – Starting Density: 17.8%
  – I/O pin count: 13
  – Chip Width: 86 um
  – Chip area: between 7000 and 8000 um^2
  – Die H: about 86 um
  – Core area: a little over 4000 um^2
  – # rows: 23

Place
  – Port-buffer cells: 12
  – Routability congestion estimate from global placement: between 0.8 and 0.9
  – DP HPWL: about 1000 um
  – Placement Setup Slack: 0.793 ns

Final layout
  – Layout fillers: approximately 430
  – Area delta synth->final: 32.3%
  – Fraction of layout cells with a size suffix above 1: 28.6%

Worst hold path
  – HP Class: flop to flop
  – Hold Crit Depth: 0

Status
  – Status: finished, final reports clean
## metrics by stage
stage / instances / util (%) / cell area (um^2)
floorplan: 46 / - / 733
global placement: 109 / 22.4 / 923
detailed placement: 109 / 22.4 / 923
CTS: 113 / 23.6 / 970
global route: 113 / 23.6 / 970
finish: 113 / 23.6 / 970
## synth_stat cells, drive strengths merged
cell type,n,area (um^2)
o21ai,1,5.00
nor2,1,3.75
nor4,1,6.26
nand2,1,11.3
a222oi,1,10.0
a22o,1,8.76
nor2b,1,6.26
dfrtp,19,475
nand4,2,12.5
a21o,1,8.76
a21oi,2,10.0
dfstp,2,52.6
a221oi,1,15.0
nand3,1,5.00
inv,2,7.51
mux2,8,90.1
nor3,1,5.00
## worst paths after layout
| kind | slack (ns) | to | from |
|---|---|---|---|
| max | 0.67 | tx_line | tx_line$_DFFE_PN1P_ |
| min | 0.38 | state[3]$_DFF_PN0_ | state[6]$_DFF_PN0_ |
| max reg2reg | 1.31 | data_buf[3]$_DFFE_PN0P_ | state[0]$_DFF_PN1_ |
| min reg2reg | 0.38 | state[3]$_DFF_PN0_ | state[6]$_DFF_PN0_ |
| max in group asynchronous | 1.57 | tx_line$_DFFE_PN1P_ | rstn |
| min in group asynchronous | 0.57 | tx_busy$_DFFE_PN0P_ | rstn |
## power by group
| part | leakage [nW] | switching [mW] | total (mW) | internal, mW |
|---|---|---|---|---|
| sequential | 0.286 | 0 | 0.354 | 0.354 |
| combinational | 0.157 | 0.00952 | 0.0251 | 0.0156 |
| clock | 0.0255 | 0.102 | 0.217 | 0.115 |
| total | 0.469 | 0.111 | 0.596 | 0.485 |
## logic make-up (layout without fill, tap and decap cells)
group                  count (synthesis)  count (layout)
buffers and inverters                  2              19
flip-flops                            21              21
multiplexers                           8               8
AND/OR/NAND/NOR                        8               8
AND-OR/OR-AND                          7               7
## state kept, by name (all words and copies together), names as in the netlist
register,cells
tx_line,1
tx_busy,1
data_buf,8
state,11
## per-layer routing
layer | up-vias | global-route usage [%]
met5 | - | 0
met3 | 0 | 2.48
li1 | 203 | -
met2 | 10 | 5.75
met4 | 0 | 0.150
met1 | 214 | 4.59
## cell usage in the layout, fill, tap and decap left out, drive strengths merged
cell type,netlist,final
nand3,1,1
o21ai,1,1
a21oi,2,2
clkinv,0,1
nor2b,1,1
inv,2,2
a22o,1,1
nor4,1,1
clkbuf,0,3
dfstp,2,2
nand2,1,1
a21o,1,1
dfrtp,19,19
buf,0,1
nand4,2,2
mux2,8,8
a221oi,1,1
nor3,1,1
nor2,1,1
clkdlybuf4s50,0,12
a222oi,1,1
## area by class of cell
type	instances	area [um^2]	area share (%)
flip-flops and latches	21	528	54.5
well taps	50	62.6	6.45
repair buffers	13	128	13.2
inverters	2	7.51	0.774
clock inverters	1	5.00	0.516
multi-input cells	23	198	20.4
clock buffers	3	41.3	4.26
Power is estimated from default activity; no workload was simulated.
